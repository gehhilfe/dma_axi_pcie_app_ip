`flow/run.sh`:
```
#!/bin/bash
# OpenROAD 26Q1-2900-gdf79404cd8, Yosys 0.63+post, stock flow scripts
make -C /OpenROAD-flow-scripts/flow DESIGN_CONFIG=/design/flow/config.mk WORK_HOME=/design/flow/orfs finish
```
`flow/config.mk`:
```
export PLATFORM = sky130hd
export DESIGN_NAME = xilinx_pcie_completer
export DESIGN_NICKNAME = xilinx_pcie_completer
export VERILOG_FILES = /design/flow/design.v
export SDC_FILE = /design/flow/constraint.sdc
export NUM_CORES = 4
export LEC_CHECK = 1
export CORE_UTILIZATION = 30
```
`flow/constraint.sdc`:
```
current_design xilinx_pcie_completer

set clk_period 7.1
set clk_io_pct 0.2

create_clock -name clk0 -period $clk_period [get_ports {i_clk}]

set non_clock_inputs [all_inputs -no_clocks]
set_input_delay [expr $clk_period * $clk_io_pct] -clock clk0 $non_clock_inputs
set_output_delay [expr $clk_period * $clk_io_pct] -clock clk0 [all_outputs]
```
`flow/design.v`:
```
module xilinx_pcie_completer #(
    parameter P_DATA_WIDTH = 128,
    parameter P_KEEP_WIDTH = P_DATA_WIDTH / 8
    )(
    input wire          i_clk,
    input wire          i_rst_n,
    input wire                      s_axis_tx_tready,
    output  reg [P_DATA_WIDTH-1:0]  s_axis_tx_tdata,
    output  reg [P_KEEP_WIDTH-1:0]  s_axis_tx_tkeep,
    output  reg                     s_axis_tx_tlast,
    output  reg                     s_axis_tx_tvalid,
    output  wire                    tx_src_dsc,
    input wire          req_compl,
    input wire          req_compl_wd,
    output reg          compl_done,
    input wire [2:0]    req_tc,
    input wire          req_td,
    input wire          req_ep,
    input wire [1:0]    req_attr,
    input wire [9:0]    req_len,
    input wire [15:0]   req_rid,
    input wire [7:0]    req_tag,
    input wire [7:0]    req_be,
    input wire [31:0]   req_addr,
    output wire [31:0]  rd_addr,
    output reg [3:0]    rd_be,
    input wire [31:0]   rd_data,
    input wire [15:0]   completer_id
    );
localparam PIO_CPLD_FMT_TYPE      = 7'b10_01010;
localparam PIO_CPL_FMT_TYPE       = 7'b00_01010;
localparam PIO_TX_RST_STATE       = 2'b00;
localparam PIO_TX_CPLD_QW1_FIRST  = 2'b01;
localparam PIO_TX_CPLD_QW1_TEMP   = 2'b10;
localparam PIO_TX_CPLD_QW1        = 2'b11;
assign rd_addr = req_addr[31:0];
assign tx_src_dsc = 1'b0;
reg [11:0] byte_count;
always @ (rd_be) begin
        casex (rd_be[3:0])
                4'b1xx1 : byte_count = 12'h004;
                4'b01x1 : byte_count = 12'h003;
                4'b1x10 : byte_count = 12'h003;
                4'b0011 : byte_count = 12'h002;
                4'b0110 : byte_count = 12'h002;
                4'b1100 : byte_count = 12'h002;
                4'b0001 : byte_count = 12'h001;
                4'b0010 : byte_count = 12'h001;
                4'b0100 : byte_count = 12'h001;
                4'b1000 : byte_count = 12'h001;
                4'b0000 : byte_count = 12'h001;
        endcase
end
always @(posedge i_clk) begin
    if (i_rst_n)
    begin
     rd_be <=  0;
    end else begin
     rd_be <= req_be[3:0];
    end
  end
reg [6:0] lower_addr;
reg hold_state;
reg req_compl_q;
reg [31:0] rd_data_q;
reg req_compl_wd_q;
reg req_compl_q2;
reg [31:0] rd_data_q2;
reg req_compl_wd_q2;
wire compl_wd = req_compl_wd_q2;
always @ (rd_be or req_addr or compl_wd) begin
        casex ({compl_wd, rd_be[3:0]})
                5'b1_0000 : lower_addr = {req_addr[6:2], 2'b00};
                5'b1_xxx1 : lower_addr = {req_addr[6:2], 2'b00};
                5'b1_xx10 : lower_addr = {req_addr[6:2], 2'b01};
                5'b1_x100 : lower_addr = {req_addr[6:2], 2'b10};
                5'b1_1000 : lower_addr = {req_addr[6:2], 2'b11};
                5'b0_xxxx : lower_addr = 8'h0;
        endcase  
end
always @ ( posedge i_clk ) begin
  if (i_rst_n )
  begin
    req_compl_q      <= 1'b0;
    req_compl_wd_q   <= 1'b1;
  end  
  else
  begin
    rd_data_q <= rd_data;
    req_compl_q      <= req_compl;
    req_compl_wd_q   <= req_compl_wd;
  end  
end
always @ ( posedge i_clk ) begin
  if (i_rst_n)
  begin
    req_compl_q2      <=  1'b0;
    req_compl_wd_q2   <=  1'b0;
  end  
  else
  begin
    rd_data_q2 <= rd_data_q;
    req_compl_q2      <=  req_compl_q;
    req_compl_wd_q2   <=  req_compl_wd_q;
  end  
end
always @ ( posedge i_clk ) begin
        if (i_rst_n) begin
                s_axis_tx_tlast   <=  1'b0;
                s_axis_tx_tvalid  <=  1'b0;
                s_axis_tx_tdata   <=  {P_DATA_WIDTH{1'b0}};
                s_axis_tx_tkeep   <=  {P_KEEP_WIDTH{1'b0}};
                compl_done        <=  1'b0;
                hold_state        <=  1'b0;
        end else begin
        if (req_compl_q2 | hold_state) begin
                if (s_axis_tx_tready) begin
                        s_axis_tx_tlast   <=  1'b1;
                        s_axis_tx_tvalid  <=  1'b1;
                        s_axis_tx_tdata   <=  {                    
                                            rd_data_q2,                   
                                            req_rid,                   
                                            req_tag,                   
                                            {1'b0},                    
                                            lower_addr,                
                                            completer_id,              
                                            {3'b0},                    
                                            {1'b0},                    
                                            byte_count,                
                                            {1'b0},                    
                                            (req_compl_wd_q2 ?
                                            PIO_CPLD_FMT_TYPE :
                                            PIO_CPL_FMT_TYPE),         
                                            {1'b0},                    
                                            req_tc,                    
                                            {4'b0},                    
                                            req_td,                    
                                            req_ep,                    
                                            req_attr,                  
                                            {2'b0},                    
                                            req_len                    
                                            };
                        if (req_compl_wd_q2)
                          s_axis_tx_tkeep   <=  16'hFFFF;
                        else
                          s_axis_tx_tkeep   <=  16'h0FFF;
                        compl_done        <=  1'b1;
                        hold_state        <=  1'b0;
                end  
                else
                        hold_state        <=  1'b1;
        end  
    else begin
              s_axis_tx_tlast   <=  1'b0;
              s_axis_tx_tvalid  <=  1'b0;
              s_axis_tx_tdata   <=  {P_DATA_WIDTH{1'b0}};
              s_axis_tx_tkeep   <=  {P_KEEP_WIDTH{1'b1}};
              compl_done        <=  1'b0;
    end  
  end  
end
endmodule
```
==> run summary <==
Implementation progress

The run finished with clean final reports. The slowest stage of the critical path belongs to the cell clkdlybuf4s50_1. The transition time recorded at the tightest slew-check pin is 758 ps.

The area of the core region stands at 0.0212 mm2. The report lists the number of standard-cell rows as roughly 53. The post-detailed-routing wire length stands at roughly 13,000 um.

The number of unique standard cell types used by synthesis stands at 32. The data required time of the critical path stands at between 5000 and 6000 ps. Pins over their slew limit in the final report were tallied at 0.

The final antenna diode tally reported by the flow is 0. The critical path in this run is classified as input port to primary output. Summing every instance area after synthesis gives 0.00650 mm2.

The number of global-route vias before repair was around 3,800. For this block, the initial DRC count from the detailed router was 83. The total cell area reported by yosys after synthesis stands at between 0.006 and 0.007 mm2. The final timing report counts setup violations totalling 0.

Summed over all nets, the half-perimeter wirelength after detailed placement is between 9000 and 10,000 um. The via total after detailed routing stands at a little under 4,000. The per-cell via count in the routed design stands at 4.03. The instance area after placement stands at between 0.008 and 0.009 mm2. The relative area change from synthesis to final layout stands at 40.8%. STA lists the maximum fanout along the critical path as 2. Traced cell by cell, the critical path runs through clkdlybuf4s50_1, clkdlybuf4s50_1.

The share of async-settable or async-resettable flops after synthesis stands at 0%. In this run the deepest clock path goes through 2 buffers. In the CTS report, the clock slew at the register clock pins of the worst setup and hold paths is listed as ~80 ps. The number of antenna violations at the first check in global routing was 0. The flip-flop and latch count after synthesis stands at 176. The synthesis report lists the Yosys warning total as 1. The final hold violation count recorded for this run is 0. Subtracting the final worst setup slack from the clock period gives about 3900 ps. The first global-routing pass estimated about 20,000 um of wire. Across all stage logs, warnings added up to 29. The global-route total usage across every layer stands at a little under an eighth.

Per STA, the worst path accumulates the most delay in the family buffers and inverters. Checking hold timing, the worst path is listed with class register to register. The tree is rooted in a clkbuf_16. The number of I/O port buffers stands at between 200 and 250. The standby leakage power stands at between 0.003 and 0.004 uW. The count of buffer and inverter cells on the critical path stands at 2.

Dividing the synthesized area by the synthesized cell count gives ~13 um2. The vertical die dimension reported for this design is ~150 um. After synthesis, the design contains slightly above 500 cells according to Yosys.

TritonCTS built the clock tree. The remaining max-slew budget at the tightest pin stands at between 40 and 50%. Setup repair after global routing left no endpoint under its margin.

Post-CTS repair changed the size of 0 cells. The highest clock frequency the design can meet stands at 259 MHz. The most numerous cell type found on the critical path is clkdlybuf4s50_1. The clock sink total stands at roughly 180. The arrival time at the worst endpoint stands at around 2400 ps. The final weighted congestion recorded by global placement is ~0.81. In the layout the commonest cells are clkdlybuf4s50_1 (231), dfxtp_1 (112), nor2_1 (103), mux2i_1 (89), edfxtp_1 (64).

Pin placement for this block handled about 320 I/O pins. For this run the aggregate overflow at the end of global routing stands at 0. Per the summary, power density relative to cell area is ~240 mW/mm2. In this run the horizontal extent of the chip is between 100 and 150 um. The count of max-cap constraint violations stands at 0.

The floorplan-stage core utilization stands at between 30% and 40%. The maximum number of pins on one net before global-route repair stands at 70. The worst setup path is launched from an input port. Summing the sequential cell areas from Yosys gives approximately 64% of the chip area.

Per the synth stats, the flop cell with the highest instance count is dfxtp_1. The worst setup path is captured at a primary output. CTS added clock buffers totalling 17.

The proportion of layout cells with a drive suffix above 1 stands at about 6.4%. The skew report gives the latency at the later pin of the worst-skew pair as between 400 and 500 ps. The finished cells cover 0.00915 mm2. TritonRoute reported its final design rule violation total as 0. The script logs the mean routed wire length per placed instance as approximately 14 um. In this run, synthesis inferred roughly 64 flip-flops with an integrated enable. The clock H-tree reported by CTS has 4 levels. The total die size stands at approximately 0.022 mm2. By instance count after routing, the leading logic cell type is clkdlybuf4s50_1. The final sum of negative setup slack stands at 0 ps. After layout, the setup clock skew is reported as 9.36 ps. The maximum vdd drop stands at 0.154 mV. The gate count of the mapped netlist stands at a little over 500. The part of the cycle the worst path needs stands at between 50% and 60%. The number of setup buffers added after CTS stands at 0. The iteration count recorded for the first detailed-route pass is 4. Buffers inserted to repair hold after CTS numbered 0.

The number of nets with antenna violations after routing stands at 0. The delay of the slowest cell on the worst path stands at 540 ps.
synth_stat cells (3+ instances only):
cell      instances  share of area [%]
edfxtp_1         64                 30
buf_8             5                1.2
a21oi_1           3               0.23
buf_2            10               0.77
buf_4            83                9.6
nor2b_1           9               0.87
dfxtp_1         112                 34
mux2i_1          89                 14
nor2_1          103                5.9
a22oi_1           5               0.58
nand2_1           3               0.17
metrics by stage:
step | total power, uW | worst slack [ps] | hold WS (ps) | util (%) | std cells
after floorplan | 1210 | 4160 | 400 | - | 539
after global routing | 2290 | 3190 | 428 | 43.3 | 981
after CTS | 2230 | 3220 | 422 | 43.3 | 981
after detailed placement | 1290 | 3230 | 405 | 40.4 | 949
final | 2190 | 3240 | 418 | 43.3 | 981
after global placement | 1280 | 3230 | 402 | 40.4 | 949
report_power, final:
part | switching, uW | internal, uW | total, uW
sequential | 14.8 | 1090 | 1100
clock | 452 | 480 | 932
combinational | 55.5 | 104 | 159
layer usage:
metal,wire (um),track usage (%)
met1,5870,16.8
met2,6190,19.2
met3,1210,3.93
met4,145,1.48
met5,0,0
final timing paths:
check	start	to	slack, ps	cells after the start
setup / recovery	req_addr[3]	rd_addr[3]	3240	2
hold / removal	rd_data_q[13]	rd_data_q2[13]	420	0
setup reg to reg	hold_state	s_axis_tx_tdata[33]	5640	3
hold reg to reg	rd_data_q[13]	rd_data_q2[13]	420	0
area by class of cell:
| cell class | instances | area (um2) |
|---|---|---|
| Inverter | 3 | 11.3 |
| Timing Repair Buffer | 237 | 2360 |
| Multi-Input combinational cell | 258 | 1660 |
| Clock inverter | 15 | 189 |
| Fill cell | 1900 | 12000 |
| Clock buffer | 17 | 425 |
| Sequential cell | 176 | 4160 |
| Tap cell | 275 | 344 |
sequential cells by signal, indices dropped and copies added, names as in the netlist:
name             count
s_axis_tx_tdata    101
rd_data_q2          32
rd_data_q           32
rd_be                4
s_axis_tx_tkeep      2
hold_state           1
req_compl_q          1
req_compl_q2         1
req_compl_wd_q       1
req_compl_wd_q2      1
cells by family after synthesis:
logic type,count (synthesis),synth area share [%]
other,1,0.0577
AOI/OAI and AO/OA,22,2.58
muxes,89,13.7
buffers and inverters,105,12.0
adders and majority gates,1,0.154
DFF,176,64.1
and+or+nand+nor,119,7.41
No activity file was given, so power comes from the tool's default toggle rates.

[./design.v]
module parallel_register #(
	)(
		input wire i_clk,
		input wire i_rst_n,
		input wire [31:0] rd_addr,
		output reg [31:0] rd_data,
		input wire [31:0] wr_addr,
		input wire [7:0] wr_be,
		input wire [31:0] wr_data,
		input wire wr_en,
		output reg [31:0] debug_mem_addr,
		output reg [31:0] debug_mem_data,
		input wire [31:0] debug_mem_status,
		input wire [31:0] virt_debug_mem_data,
		output reg debug_mem_write_access
	);
always @(posedge i_clk) begin
	if (i_rst_n) begin
		rd_data <= 32'h0;
	end  
	else begin
		case(rd_addr)
			0: rd_data <= debug_mem_addr;
			1: rd_data <= virt_debug_mem_data;
			2: rd_data <= debug_mem_status;
			default: begin
			end
		endcase
	end  
end
function [31:0] byteEnable;
input [31:0] old;
input [31:0] new;
input [7:0] be;
begin
	byteEnable = old;
	if(be[0]) byteEnable[(0+1)*8-1:0*8] = new[(0+1)*8-1:0*8];
	if(be[1]) byteEnable[(1+1)*8-1:1*8] = new[(1+1)*8-1:1*8];
	if(be[2]) byteEnable[(2+1)*8-1:2*8] = new[(2+1)*8-1:2*8];
	if(be[3]) byteEnable[(3+1)*8-1:3*8] = new[(3+1)*8-1:3*8];
end
endfunction
always @(posedge i_clk) begin
	if (i_rst_n) begin
		debug_mem_write_access <= 0;
	end
	else begin
		debug_mem_write_access <= 0;
		if(wr_en) begin
			case(wr_addr)
				0: debug_mem_addr <= byteEnable(debug_mem_addr, wr_data, wr_be);
				1: begin
					debug_mem_data <= byteEnable(debug_mem_data, wr_data, wr_be);
					debug_mem_write_access <= 1;
				end
				default: begin
				end
			endcase
		end
	end
end
endmodule  
[./constraint.sdc]
current_design parallel_register

set clk_period 8.2
set clk_io_pct 0.2

create_clock -name clk0 -period $clk_period [get_ports {i_clk}]

set non_clock_inputs [all_inputs -no_clocks]
set_input_delay [expr $clk_period * $clk_io_pct] -clock clk0 $non_clock_inputs
set_output_delay [expr $clk_period * $clk_io_pct] -clock clk0 [all_outputs]
[./config.mk]
export PLATFORM = sky130hd
export DESIGN_NAME = parallel_register
export DESIGN_NICKNAME = parallel_register
export VERILOG_FILES = /design/flow/design.v
export SDC_FILE = /design/flow/constraint.sdc
export NUM_CORES = 4
export LEC_CHECK = 1
export CORE_AREA = 10 10 160 160
export DIE_AREA = 0 0 170 170
[./run.sh]
#!/bin/bash
# OpenROAD 26Q1-2900-gdf79404cd8, Yosys 0.63+post, stock flow scripts
make -C /OpenROAD-flow-scripts/flow DESIGN_CONFIG=/design/flow/config.mk WORK_HOME=/design/flow/orfs finish
==> GITHUB_STEP_SUMMARY <==
### Metrics collected by this job

| Metric | Value |
|---|---|
| Clock slew at reported path FFs | `0.07 ns` |
| Final setup viols | `0` |
| Antenna diodes | `0` |
| Worst EP required | `8.18 ns` |
| Seq share, synth | `57.64%` |
| Most numerous logic cell after layout | `clkdlybuf4s50_1` |
| Area grow syn2layout | `69.76%` |
| R2r startpoint | `debug_mem_addr[10]$_DFFE_PP_` |
| TNS Setup | `0 ns` |
| Routed WL | `17.69 mm` |
| Layout Skew | `0.008568 ns` |
| Worst-Margin Slew | `0.6969 ns` |
| Crit path largest cell delay | `0.58 ns` |
| Ys Warns | `1` |
| F_max | `272.1 MHz` |
| Slew Limit Fails | `0` |
| Global route overflow | `0` |
| Antenna violations before repair | `0` |
| Sink Count | `97` |
| Cell count of the worst hold path | `2` |
| Fin. Hold Viols | `0` |
| Core area | `21960 um2` |
| Residual DRC | `0` |
| Dominant logic cell types in the final layout | `260 x clkdlybuf4s50_1, 64 x edfxtp_1, 33 x dfxtp_1` |
| Logic cell area | `1667 um2` |
| Netlist Area Pre-Place | `4481 um2` |
| Max Cap Viol | `0` |
| Register area | `2582 um2` |
| Slew headroom | `53.54%` |
| CTS max path bufs | `2` |
| First-pass GRT wire length | `26.18 mm` |
| Synth Instances | `355` |
| Total of fill cells in the finished design | `2206` |
| Share of layout cells above drive strength 1 | `7.869%` |
| Total track usage | `12.04%` |
| Critical path fanouts, max | `8` |
| Pre-Place Util | `20.40%` |
| Gpl congestion | `0.8154` |
| CTS tree | `built` |
| Worst R2R Setup Slack | `6.96 ns` |
| Hold endpoint | `rd_data[25]$_SDFFE_PP0P_` |
| Reg2reg end | `rd_data[10]$_SDFFE_PP0P_` |
| Total power | `1.101 mW` |
| Worst Path Class, Setup | `input port to flop` |
| Die width | `170 um` |
| Reg2Reg Depth | `3` |
| Tmin final | `3.676 ns` |
| Hpwl dp | `13.49 mm` |
| CTS Hold Bufs | `0` |
| Slowest CP cell | `nor4_4` |
| Fin crit share | `44.83%` |
| Status | `finished, final reports clean` |
| Htree depth | `3` |
| Static Leakage | `2.547 nW` |
| Power density over cell area | `144.7 nW/um2` |
| RSZ-0062 raised after global routing | `false` |
| Vias in the first global route | `4242` |
| Clock tree root buffer cell | `clkbuf_16` |
| Final ANT Viol Nets | `0` |
| Pre-Repair DR Iteration Count | `4` |
| Yosys stat cell total | `355` |
| Yosys stat area | `4481 um2` |
| Hold path startpoint | `rd_data[25]$_SDFFE_PP0P_` |
| Largest net degree at the start of global routing | `66` |
| Port Buf Inserts | `263` |
| CP Buf/Inv Count | `1` |
| Tool warning count | `29` |
| Via count | `3885` |
| # IOs | `268` |
| Netlist cell types | `26` |
| Clk latency of the worst-skew pair | `0.35 ns` |
| Post-CTS setup buffer count | `0` |
| Critical Path, Cell by Cell | `clkdlybuf4s50_1, nor4_2, nand4_1, nor4_4, and2_1` |
| Mapped Avg Cell Area | `12.62 um2` |
| Crit path arrival time | `3.66 ns` |
| Rows | `54` |
| Die area | `28900 um2` |
| Iter 0 DRT Violations | `174` |
| CP Capture Type | `flop` |
| Vias per inst | `4.365` |
| Hold crit path type | `flop to flop` |
| CP top delay family | `simple AND/OR/NAND/NOR gates` |
| Wire length per cell | `19.87 um` |
| Worst vdd ir | `75.77 uV` |
| Startpoint types | `input port` |
| Cts bufs inserted | `9` |
| Post-synthesis register bit count | `97` |
| Post_cts resized | `0` |
| Die Height | `170 um` |
-- state kept, by name (all words and copies together) (netlist names) --
register,cells
debug_mem_write_access,1
debug_mem_addr,32
rd_data,32
debug_mem_data,32
-- worst max-delay path by stage --
stage                        from                            to  slack [ns]  depth (start not counted)
after CTS             wr_addr[19]  debug_mem_data[12]$_DFFE_PP_        4.45                          5
after global routing  wr_addr[19]  debug_mem_data[11]$_DFFE_PP_        4.33                          5
final                 wr_addr[19]  debug_mem_data[12]$_DFFE_PP_        4.52                          5
-- where the power goes --
group	leakage (nW)	switching [mW]	total [mW]	internal, mW
logic	1.55	0.0369	0.122	0.0848
registers	0.841	0.000000000112	0.520	0.520
clock network	0.153	0.183	0.460	0.277
total	2.55	0.220	1.10	0.881
-- cell usage after synthesis (all sizes together) --
cell type    number  share of area [%]
o2111ai          32                6.3
and2              8                1.1
mux2             32                8.0
buf              18                3.3
or3               1               0.14
nor2              1              0.084
dlygate4sd1       3               0.59
a211oi            1               0.17
o21ai            32                3.6
nand2            32                2.7
inv               1              0.084
nor4b             1               0.34
a21oi            32                3.6
nor4             15                3.1
nand4             4               0.56
mux2i            32                7.1
clkbuf           11                1.2
and4              2               0.39
edfxtp           64                 43
dfxtp            33                 15
-- layer usage --
metal / part of all wire [%] / global-route usage, % / vias up / wire (um)
met3: 12 / 5.529 / 7 / 2066
met4: 0.87 / 1.030 / 0 / 154
met5: 0 / 0 / - / 0
li1: - / - / 1886 / -
met1: 40 / 14.78 / 1784 / 7161
met2: 47 / 19.91 / 208 / 8305
-- per-stage QoR --
stage / cells / hold WS (ns) / area, um2 / setup WS, ns / util (%)
2_1_floorplan: 355 / 0.4432 / 4481 / 5.130 / -
3_3_place_gp: 874 / 0.4669 / 7283 / 4.123 / 33.17
3_5_place_dp: 874 / 0.4730 / 7283 / 4.078 / 33.17
4_1_cts: 890 / 0.4830 / 7606 / 4.451 / 34.64
5_1_grt: 890 / 0.5062 / 7606 / 4.328 / 34.64
6_report: 890 / 0.4814 / 7606 / 4.524 / 34.64
-- layout make-up --
type                            instances  share of cell area [%]
Multi-Input combinational cell        225                   21.91
Timing Repair Buffer                  271                   35.24
Tap cell                              280                   4.606
Sequential cell                        97                   33.95
Clock inverter                          4                   1.003
Clock buffer                           12                   3.241
Inverter                                1                 0.04935
-- tightest hold or removal path: stages, from the launching register on --
cell and delay [ns]:
dfxtp_1 0.31, o21ai_1 0.07, a21oi_1 0.06
-- kinds of logic (layout without fill, tap and decap cells) --
logic type,after synthesis,count (layout),share of synthesized area (%)
AND-OR/OR-AND,97,97,13.57
AND/OR/NAND/NOR,64,64,8.433
flip-flops,97,97,57.64
multiplexers,64,64,15.19
buffers and inverters,33,288,5.166
No activity file was given, so power comes from the tool's default toggle rates.
